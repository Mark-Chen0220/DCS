==> design.v <==
module CT(
    input [3:0] in_n0, in_n1, in_n2, in_n3, in_n4, in_n5,
	input [4:0] opcode,
	output reg [9:0] out_n
);
	wire [4:0] value_0, value_1, value_2, value_3, value_4, value_5;
	wire [4:0] sorted_0, sorted_1, sorted_2, sorted_3, sorted_4, sorted_5;
	reg [4:0] opvalue_0, opvalue_1, opvalue_2, opvalue_3, opvalue_4, opvalue_5;
	register_file val0 (.address(in_n0), .value(value_0));
	register_file val1 (.address(in_n1), .value(value_1));
	register_file val2 (.address(in_n2), .value(value_2));
	register_file val3 (.address(in_n3), .value(value_3));
	register_file val4 (.address(in_n4), .value(value_4));
	register_file val5 (.address(in_n5), .value(value_5));
	Sort LeftLargest(value_0, value_1, value_2, value_3, value_4, value_5, {sorted_5, sorted_4, sorted_3, sorted_2, sorted_1, sorted_0});
	always@*begin
		out_n = 0;
		case(opcode[4:3])
		2'b11: {opvalue_0, opvalue_1, opvalue_2, opvalue_3, opvalue_4, opvalue_5} = {sorted_0, sorted_1, sorted_2, sorted_3, sorted_4, sorted_5};
		2'b10: {opvalue_0, opvalue_1, opvalue_2, opvalue_3, opvalue_4, opvalue_5} = {sorted_5, sorted_4, sorted_3, sorted_2, sorted_1, sorted_0};
		2'b01: {opvalue_0, opvalue_1, opvalue_2, opvalue_3, opvalue_4, opvalue_5} = {value_5, value_4, value_3, value_2, value_1, value_0};
		2'b00: {opvalue_0, opvalue_1, opvalue_2, opvalue_3, opvalue_4, opvalue_5} = {value_0, value_1, value_2, value_3, value_4, value_5};
		endcase
		case(opcode[2:0])
		3'b000: begin
      out_n = out_n 
      + (opvalue_0 >= ((value_0 + value_1 + value_2 + value_3 + value_4 + value_5) / 6)) 
      + (opvalue_1 >= ((value_0 + value_1 + value_2 + value_3 + value_4 + value_5) / 6)) 
      + (opvalue_2 >= ((value_0 + value_1 + value_2 + value_3 + value_4 + value_5) / 6)) 
      + (opvalue_3 >= ((value_0 + value_1 + value_2 + value_3 + value_4 + value_5) / 6)) 
      + (opvalue_4 >= ((value_0 + value_1 + value_2 + value_3 + value_4 + value_5) / 6)) 
      + (opvalue_5 >= ((value_0 + value_1 + value_2 + value_3 + value_4 + value_5) / 6));
    end
		3'b001: out_n = opvalue_0 + opvalue_5;
		3'b010: out_n = (opvalue_3 * opvalue_4) / 2;
		3'b011: out_n = opvalue_0 + opvalue_2 + opvalue_2;
		3'b100: out_n = opvalue_1 & opvalue_2;
		3'b101: out_n = ~opvalue_0;
		3'b110: out_n = opvalue_3 ^ opvalue_4;
		3'b111: out_n = opvalue_1 << 1;
		endcase
	end
endmodule
module register_file(
    address,
    value
);
input [3:0] address;
output logic [4:0] value;
always_comb begin
    case(address)
    4'b0000:value = 5'd9;
    4'b0001:value = 5'd27;
    4'b0010:value = 5'd30;
    4'b0011:value = 5'd3;
    4'b0100:value = 5'd11;
    4'b0101:value = 5'd8;
    4'b0110:value = 5'd26;
    4'b0111:value = 5'd17;
    4'b1000:value = 5'd3;
    4'b1001:value = 5'd12;
    4'b1010:value = 5'd1;
    4'b1011:value = 5'd10;
    4'b1100:value = 5'd15;
    4'b1101:value = 5'd5;
    4'b1110:value = 5'd23;
    4'b1111:value = 5'd20;
    default: value = 0;
    endcase
end
endmodule
module Sort(
    input [4:0] in_num0, in_num1, in_num2, in_num3, in_num4, in_num5,
    output [29:0] out_num
);
wire [4:0] No0_lesser, No0_greater;
wire [4:0] No1_lesser, No1_greater;
wire [4:0] No2_lesser, No2_greater;
wire [4:0] No3_lesser, No3_greater;
wire [4:0] No4_lesser, No4_greater;
wire [4:0] No5_lesser, No5_greater;
wire [4:0] No6_lesser, No6_greater;
wire [4:0] No7_lesser, No7_greater;
wire [4:0] No8_lesser, No8_greater;
wire [4:0] No9_lesser, No9_greater;
wire [4:0] No10_lesser, No10_greater;
wire [4:0] No11_lesser, No11_greater;
wire [4:0] No12_lesser, No12_greater;
wire [4:0] No13_lesser, No13_greater;
wire [4:0] No14_lesser, No14_greater;
Comparator No0(in_num0,in_num1,No0_lesser, No0_greater);
Comparator No1(in_num2,in_num3,No1_lesser, No1_greater);
Comparator No2(in_num4,in_num5,No2_lesser, No2_greater);
Comparator No3(No0_greater, No1_lesser,No3_lesser, No3_greater);
Comparator No4(No1_greater, No2_lesser,No4_lesser, No4_greater);
Comparator No5(No0_lesser,No3_lesser,No5_lesser, No5_greater);
Comparator No6(No3_greater,No4_lesser,No6_lesser, No6_greater);
Comparator No7(No4_greater,No2_greater,No7_lesser, No7_greater);
Comparator No8(No5_greater, No6_lesser,No8_lesser, No8_greater);
Comparator No9(No6_greater, No7_lesser,No9_lesser, No9_greater);
Comparator No10(No5_lesser,No8_lesser,No10_lesser, No10_greater);
Comparator No11(No8_greater,No9_lesser,No11_lesser, No11_greater);
Comparator No12(No9_greater,No7_greater,No12_lesser, No12_greater);
Comparator No13(No10_greater, No11_lesser,No13_lesser, No13_greater);
Comparator No14(No11_greater, No12_lesser,No14_lesser, No14_greater);
assign out_num[4:0] = No10_lesser;
assign out_num[9:5] = No13_lesser;
assign out_num[14:10] = No13_greater;
assign out_num[19:15] = No14_lesser;
assign out_num[24:20] = No14_greater;
assign out_num[29:25] = No12_greater;
endmodule
module Comparator(
  input [4:0] num1,num2,
  output [4:0] smaller,larger
);
  assign larger = (num1 > num2) ? num1 : num2;
  assign smaller = (num1 <= num2) ? num1 : num2;
endmodule
==> run.sh <==
#!/bin/bash
# OpenROAD 26Q1-2900-gdf79404cd8, Yosys 0.63+post, stock flow scripts
make -C /OpenROAD-flow-scripts/flow DESIGN_CONFIG=/design/flow/config.mk WORK_HOME=/design/flow/orfs finish
==> config.mk <==
export PLATFORM = sky130hd
export DESIGN_NAME = CT
export DESIGN_NICKNAME = CT
export VERILOG_FILES = /design/flow/design.v
export SDC_FILE = /design/flow/constraint.sdc
export NUM_CORES = 4
export LEC_CHECK = 1
export CORE_UTILIZATION = 40
export SYNTH_HDL_FRONTEND = slang
==> constraint.sdc <==
current_design CT

set clk_period 30.2
set clk_io_pct 0.2

create_clock -name clk0 -period $clk_period

set non_clock_inputs [all_inputs -no_clocks]
set_input_delay [expr $clk_period * $clk_io_pct] -clock clk0 $non_clock_inputs
set_output_delay [expr $clk_period * $clk_io_pct] -clock clk0 [all_outputs]
==> flow_metrics.py <==
# Synthesis and PnR figures
metrics = {
    "final_timing": {
        "hold_viol": 0,
        "timing.fmax_mhz": 34.5,
        "finalSetupTns_ns": 0,
        "tightest_slew_ns": 0.885,
        "relSlewSlack_pct": 39.3,
        "fin_crit_ns": 28.97,
        "finalSetupViolCount": 0,
        "finalClockPeriodUsage_pct": 95.9,
        "rsz0062_at_grt": "no",
        "slew_violations": 0,
    },
    "placement": {
        "port_buffers": 39,
        "place_hpwl_um": 28100,
        "gp_congestion": 1.04,
        "placed_cells": 1593,
    },
    "cts": {
        "cts_resized": 0,
        "hold_buffers": 0,
        "postCtsSetupBuffers": 0,
    },
    "critical_path": {
        "critPathTopFamily": "AND-OR/OR-AND gates",
        "slowest_delay_ns": 0.65,
        "worstPathArrival_ns": 22.93,
        "critPathKind": "primary input to primary output",
        "worstPathMaxFanout": 19,
        "path_common_cell": "ha_1",
        "worst_ep_required_time_ns": 24.16,
        "cp_num_buf_inv": 7,
        "startpoint_type": "primary input",
        "critPathSlowestCell": "mux2i_1",
        "crit_path_end_kind": "primary output",
    },
    "global_routing": {
        "grt_first_pass_wirelength_um": 53000,
        "grtUsageTotal_pct": 27.3,
        "grt_pass1_vias": 9272,
        "antenna_found_initial": 0,
        "grt_max_degree": 45,
        "overflow": 0,
    },
    "final_layout": {
        "comb_area_um2": 9090,
        "fillers": 2463,
        "area_growth_pct": 6.59,
        "ff_count": 0,
        "fin_cells": 1593,
        "clkbuf_count": 0,
        "flop_area_um2": 0,
        "drive_gt1_share_pct": 9.38,
        "final_core_util_pct": 43.5,
    },
    "logic_synthesis": {
        "syn-cell-area_um2": 9890,
        "yosys_area_um2": 9890,
        "yosysCellCount": 1262,
        "postSynthCellCount": 1262,
        "synth_cell_type_count": 89,
        "seq_area_frac_synth_pct": 0,
        "yosysWarningCount": 0,
        "syn_avg_cell_area_um2": 7.83,
    },
    "floorplanning": {
        "core_region_area_um2": 24200,
        "die_w_um": 159,
        "rows": 57,
        "chipArea_um2": 25300,
        "initial_core_util_pct": 40.8,
        "die_h_um": 159,
        "ios": 39,
    },
    "route": {
        "drc": 0,
        "drtIter0Drc": 944,
        "routed-via-count": 9732,
        "wl_um": 33300,
        "wl_per_cell_um": 20.9,
        "vias_per_cell": 6.11,
        "n_antenna_cell": 0,
        "ant_nets": 0,
        "firstDrtPassIters": 5,
    },
    "worst_hold_path": {
        "hp-class": "primary input to primary output",
    },
    "outcome": {
        "outcome": "finished, final reports clean",
    },
    "job": {
        "max_cap_violations": 0,
        "warnings": 70,
    },
}
## per-stage QoR
| step | cell area (um2) | hold WS [ns] | worst slack, ns |
|---|---|---|---|
| 6_report | 10500 | 13.33 | 1.23 |
| 5_1_grt | 10500 | 13.37 | 0.00655 |
| 4_1_cts | 10500 | 13.33 | 1.23 |
| 3_5_place_dp | 10500 | 13.32 | 1.29 |
| 3_3_place_gp | 10500 | 13.33 | 1.19 |
| 2_1_floorplan | 9890 | 12.32 | 4.50 |
## cell families after synthesis
kind of cell               Yosys count  synth area share [%]
muxes                               96                  13.4
xor gates and xnor gates            19                  1.68
adders and majority gates          217                  29.9
buffers and inverters              183                  8.21
AOI/OAI and AO/OA                  412                  30.2
and+or+nand+nor                    335                  16.6
## cell usage after synthesis (all sizes together) (5+ instances only)
cell	instances	area, um2
xnor2	13	114
o31ai	12	90.1
o211ai	47	358
a21oi	71	393
nand3	36	180
nand4	8	50.1
a21boi	5	37.5
a221oi	5	50.0
a311oi	15	144
clkbuf	25	104
ha	185	2310
nor2b	24	150
and2	22	139
nand2	85	324
a32oi	7	61.3
nor3	10	50.1
a22oi	6	45.0
a211oi	27	213
a31oi	17	106
or2	10	62.6
mux4	24	541
nor2	89	349
o2111ai	7	61.3
fa	32	641
xor2	6	52.6
o21a	15	114
inv	125	469
nand2b	35	219
and3	5	31.3
a21o	33	248
mux2	8	90.1
o221ai	8	76.3
buf	30	228
a211o	9	78.8
o22ai	13	106
mux2i	64	698
o21ai	75	394
## tightest hold or removal path: cells and delay by family
kind                   cells  cell delay (ns)
AND/OR/NAND/NOR            1             0.14
AND-OR/OR-AND              1             0.09
buffers and inverters      3             1.01
## cells in the final DEF (no fill, tap or decap), drive strengths merged, types with 9 or more instances in the layout
cell           synthesis  final
o21a                  15     15
or2                   10     10
mux4                  24     24
clkdlybuf4s50          0     38
a211o                  9      9
a31oi                 17     17
nor3                  10     10
mux2i                 64     64
nor2                  89     89
a21o                  33     33
nand2b                35     35
a311oi                15     15
o21ai                 75     75
nor2b                 24     24
o22ai                 13     13
inv                  125    125
fa                    32     32
buf                   30     24
a211oi                27     27
ha                   185    185
a21oi                 71     71
and2                  22     22
xnor2                 13     13
nand2                 85     85
o31ai                 12     12
nand3                 36     36
o211ai                47     47
## worst paths after layout
check / startpoint / cells after the start / end / slack [ns]
setup / recovery: in_n1[0] / 63 / out_n[5] / 1.23
hold / removal: opcode[1] / 5 / out_n[7] / 13.33
## layout make-up
type	count	area share [%]
Multi-Input combinational cell	1079	86.3
Timing Repair Buffer	62	5.30
Inverter	128	4.56
Tap cell	324	3.85
## routing by layer
metal	vias up	share of wire, %	GRT usage, %
met3	45	6.6	3.35
met4	0	3.1	6.99
met1	4574	46	40.5
li1	4741	-	-
met5	-	0	0
met2	372	44	42.5
