===== run.sh =====
#!/bin/bash
# OpenROAD 26Q1-2900-gdf79404cd8, Yosys 0.63+post, stock flow scripts
make -C /OpenROAD-flow-scripts/flow DESIGN_CONFIG=/design/flow/config.mk WORK_HOME=/design/flow/orfs finish

===== config.mk =====
export PLATFORM = sky130hd
export DESIGN_NAME = MIPS
export DESIGN_NICKNAME = MIPS
export VERILOG_FILES = /design/flow/design.v
export SDC_FILE = /design/flow/constraint.sdc
export NUM_CORES = 4
export LEC_CHECK = 1
export CORE_UTILIZATION = 50
export SYNTH_HDL_FRONTEND = slang

===== constraint.sdc =====
current_design MIPS

set clk_period 8.2
set clk_io_pct 0.2

create_clock -name clk0 -period $clk_period [get_ports {clk}]

set non_clock_inputs [all_inputs -no_clocks]
set_input_delay [expr $clk_period * $clk_io_pct] -clock clk0 $non_clock_inputs
set_output_delay [expr $clk_period * $clk_io_pct] -clock clk0 [all_outputs]

===== design.v =====
module MIPS(
    clk,
    rst_n,
    in_valid,
    instruction,
    out_valid,
    instruction_fail,
    out_0,
    out_1,
    out_2,
    out_3,
    out_4,
    out_5
);
input clk;
input rst_n;
input in_valid;
input [31:0] instruction;
output logic out_valid, instruction_fail;
output logic [15:0] out_0, out_1, out_2, out_3, out_4, out_5;
logic [15:0] immediate, immediate_reg, rs_val, rt_val, rs_val_temp, rt_val_temp;
logic [5:0]opcode, funct, opcode_reg, funct_reg;
logic [4:0] rs, rt, rd, shamt, rs_reg, rt_reg, rd_reg, shamt_reg; 
logic  out_delay; 
logic  instruction_fail_delay;
logic [15:0] reg0, reg1, reg2, reg3, reg4, reg5;
logic [15:0] reg0_temp, reg1_temp, reg2_temp, reg3_temp, reg4_temp, reg5_temp;
logic [15:0] write_val;
logic [4:0] write_addr;
wire invalid_opcode;
assign opcode = instruction[31:26];
assign rs = instruction[25:21];
assign rt = instruction[20:16];
assign rd = instruction[15:11];
assign shamt = instruction[10:6];
assign funct = instruction[5:0];
assign immediate = instruction[15:0];
assign invalid_opcode = !((opcode == 6'b000000) || (opcode == 6'b001000));
always_ff@(posedge clk or negedge rst_n) begin
	if (!rst_n) begin
		out_valid <= 0;
		out_delay <= 2'b00;
	end
	else {out_valid, out_delay} <= {out_delay, in_valid};
end
assign out_0 = reg0;
assign out_1 = reg1;
assign out_2 = reg2;
assign out_3 = reg3;
assign out_4 = reg4;
assign out_5 = reg5;
always_ff@(posedge clk or negedge rst_n) begin
	if (!rst_n) begin
		instruction_fail <= 0;
		instruction_fail_delay <= 0;
	end
	else {instruction_fail, instruction_fail_delay} <= {instruction_fail_delay, in_valid && invalid_opcode};
end
always_ff@(posedge clk) begin
	if (in_valid || out_delay != 0)begin
		if (opcode == 6'b000000) 
			{opcode_reg, rs_reg, rt_reg, rd_reg, shamt_reg, funct_reg} <= instruction;
		else if (opcode == 6'b001000)
			{opcode_reg, rs_reg, rt_reg, immediate_reg} <= instruction;
		else 
			{opcode_reg, rs_reg, rt_reg, rd_reg, shamt_reg, funct_reg, immediate_reg} <= 0; 
	end
end
always_comb begin
	if(opcode_reg == 6'b000000)begin
		write_addr = rd_reg;
		case(funct_reg) 
			6'b100000: write_val = rs_val + rt_val;
			6'b100100: write_val = rs_val & rt_val;
			6'b100101: write_val = rs_val | rt_val;
			6'b100111: write_val = ~(rs_val | rt_val);
			6'b000000: write_val = rt_val << shamt_reg;
			6'b000010: write_val = rt_val >> shamt_reg;
			default: write_val = 0;
		endcase
	end
	else if(opcode_reg == 6'b001000) begin
		write_addr = rt_reg;
		write_val = rs_val + immediate_reg;
	end
	else begin
		write_addr = 0;
		write_val = 0;
	end
end
always_ff @(posedge clk or negedge rst_n) begin
	if (!rst_n)begin
		rs_val <= 0;
		rt_val <= 0;
		{reg0, reg1, reg2, reg3, reg4, reg5} <= 0;
	end
	else begin
		rs_val <= rs_val_temp;
		rt_val <= rt_val_temp;
		{reg0, reg1, reg2, reg3, reg4, reg5} <= {reg0_temp, reg1_temp, reg2_temp, reg3_temp, reg4_temp, reg5_temp};
	end
end
always_comb begin
	if(in_valid || out_delay != 0) begin
		case(rs)
			5'b10001: rs_val_temp = reg0;
			5'b10010: rs_val_temp = reg1;
			5'b01000: rs_val_temp = reg2;
			5'b10111: rs_val_temp = reg3;
			5'b11111: rs_val_temp = reg4;
			5'b10000: rs_val_temp = reg5;
			default: rs_val_temp = 0;
		endcase
	end else rs_val_temp = 0;
end
always_comb begin
	if(in_valid || out_delay != 0) begin
		case(rt)
			5'b10001: rt_val_temp = reg0;
			5'b10010: rt_val_temp = reg1;
			5'b01000: rt_val_temp = reg2;
			5'b10111: rt_val_temp = reg3;
			5'b11111: rt_val_temp = reg4;
			5'b10000: rt_val_temp = reg5;
			default: rt_val_temp = 0;
		endcase
	end
	else rt_val_temp = 0;
end
always_comb begin
	if (out_delay == 1'b1) begin
		{reg0_temp, reg1_temp, reg2_temp, reg3_temp, reg4_temp, reg5_temp} = {reg0, reg1, reg2, reg3, reg4, reg5};
		case(write_addr)
			5'b10001: reg0_temp = write_val;
			5'b10010: reg1_temp = write_val;
			5'b01000: reg2_temp = write_val;
			5'b10111: reg3_temp = write_val;
			5'b11111: reg4_temp = write_val;
			5'b10000: reg5_temp = write_val;
		endcase
	end
	else if (out_delay == 0) {reg0_temp, reg1_temp, reg2_temp, reg3_temp, reg4_temp, reg5_temp} = 0;
	else {reg0_temp, reg1_temp, reg2_temp, reg3_temp, reg4_temp, reg5_temp} = {reg0, reg1, reg2, reg3, reg4, reg5};
end
endmodule

==> results.rst <==
Run summary
-----------

.. list-table::
   :header-rows: 1

   * - Metric
     - Value
   * - Status
     - complete, no violations
   * - Tool warnings
     - approximately 42
   * - Worst slew slack as a fraction of its limit
     - 43.6%
   * - Die Y
     - 155 microns
   * - Kind of end point of the critical path
     - flip-flop
   * - Tally of buffers added on design ports
     - 132
   * - WP buf/inv
     - 1
   * - Number of non-filler instances in the completed layout
     - approximately 1500
   * - Violation tally from detailed-route iteration zero
     - 797
   * - Time the final worst path needs with I/O delays and setup
     - around 4.0 ns
   * - Maximum vdd drop
     - 0.119 mV
   * - Ant diodes
     - 0
   * - Setup WS pre-CTS
     - 3.95 ns
   * - Total number of placement rows
     - 55
   * - Final Instance Area
     - about 14000 sq um
   * - FFs w/ async S/R, synth
     - 75.4%
   * - Unrepaired setup endpoints after global routing
     - false
   * - Startpoint Class
     - flip-flop
   * - DRC violation count after routing
     - 0
   * - Via density per instance
     - 6.50
   * - Clock tree from TritonCTS
     - built
   * - Placed Instances
     - 1486
   * - Post-cts hold buffer count
     - 0
   * - Final routed wire length divided by cell count
     - 25.8 microns
   * - Final Max-Slew Violation Tally
     - 0
   * - Overall routing resource usage
     - 35.2%
   * - Synthesized instance count
     - ~1100
   * - Clock latency of the later-clocked register in the worst-skew pair
     - 0.42 ns
   * - Cell depth of the worst setup path
     - 7
   * - Sequential Area
     - 4590 sq um
   * - Post-synthesis sequential area ratio
     - 39.5%
   * - Final Hold Vio Count
     - 0
   * - Leading register cell type out of synthesis
     - dfrtp_1
   * - Cell total in the yosys stat output
     - 1105
   * - Critical path's slowest cell
     - clkinv_1
   * - ANT nets after route
     - 0
   * - Number of vias in the routed layout
     - 9873
   * - Count of distinct cell types in the synthesized netlist
     - 85
   * - Maxcap violations
     - 0
   * - Area used by multi-input combinational logic
     - 6560 sq um
   * - Mean Syn Cell Area
     - 10.5 sq um
   * - Depth of the most critical reg-to-reg path
     - 7
   * - Routability-driven placement congestion ratio
     - 1.02
   * - Cell area reported after detailed placement
     - 13200 sq um
   * - Power per cell area
     - 136 nW/um^2
   * - Core Density at Floorplan
     - 51.3%
   * - Io pins
     - 133
   * - Netlist area before placement
     - 11600 sq um
   * - Data required time at the worst endpoint
     - 8.56 ns
   * - Synthesis warning total
     - 0
   * - Critical Path Most Common Cell
     - mux2_2
   * - DIE WIDTH
     - between 150 and 200 microns
   * - Number of antenna violations at the first check in global routing
     - 1
   * - HPWL Detailed
     - 28.9 mm
   * - Post-synthesis chip area from yosys
     - about 12000 sq um
   * - Buffers inserted during post-CTS setup optimization
     - 0
   * - Count of cells resized by post-cts repair
     - 0
   * - Wire length of the first global-routing pass
     - just under 60 mm
   * - Worst-Margin Slew
     - approximately 0.84 ns
   * - Number of setup violations in the final report
     - 0
   * - Number of levels the H-tree was split into
     - 4
   * - Layout Skew
     - 0.0123 ns
   * - Pleak
     - 5.69 nW
   * - Fill cell count
     - about 1900
   * - CP delay by family, top
     - AND-OR/OR-AND gates
   * - Die Footprint
     - around 24000 sq um
   * - Post-synth EDFFs
     - 43
   * - Critical path start-end classification
     - flip-flop to flip-flop
   * - Sinks on Clock Net
     - 175
   * - Buffer levels on the longest clock path
     - 2
   * - Final setup margin
     - 4.21 ns
   * - Synth Register Bits
     - about 180
   * - Worst min-delay path class
     - flip-flop to flip-flop
   * - Via count of the first global-routing pass
     - 9559
   * - Total negative setup slack
     - 0 ns
   * - Clock root buffer
     - clkbuf_16
   * - Residual overflow from global routing
     - 0
   * - Post-detailed-routing wire length
     - 39.2 mm
   * - Stage delay of the slowest cell on the critical path
     - 0.83 ns
   * - Number of optimization iterations in the first detailed-route pass
     - 8
   * - CORE AREA
     - 22700 sq um
   * - Achievable Freq
     - between 0.2 and 0.3 GHz
   * - Pin count of the biggest net entering global routing
     - 77
   * - Crit path max fanout
     - 24
   * - Num CTS Buffers
     - 17
   * - Proportion of layout cells with a drive suffix above 1
     - about 16%
   * - Arrival time worst endpoint
     - 4.35 ns
   * - Worst Hold Depth
     - 0
   * - List of cells traversed by the critical path
     - clkinv_1 > mux2_2 > o21ai_0 > a221oi_1 > nor2_1 > a22oi_1 > mux2_2
   * - Layout area overhead
     - 18.2%
   * - Final Cycle Share
     - 48.7%
   * - Clock-pin slew of the registers on the worst-case setup and hold paths
     - around 0.070 ns
per-stage QoR:
| step | hold WS, ns | utilization (%) | power [mW] |
|---|---|---|---|
| floorplan | 0.331 | - | 1.02 |
| global placement | 0.332 | 58.1 | 1.10 |
| detailed placement | 0.336 | 58.1 | 1.10 |
| CTS | 0.353 | 60.6 | 1.88 |
| global route | 0.365 | 60.6 | 1.94 |
| finish | 0.352 | 60.6 | 1.87 |
cells by family (layout without fill, tap and decap cells):
| logic type | count (synthesis) | in the layout | share of synthesized area (%) |
|---|---|---|---|
| adders and majority gates | 49 | 49 | 5.39 |
| muxes | 152 | 152 | 16.3 |
| xor gates and xnor gates | 35 | 35 | 2.63 |
| AOI/OAI and AO/OA | 313 | 313 | 19.5 |
| and+or+nand+nor | 268 | 268 | 12.3 |
| other | 1 | 5 | 0.0322 |
| buffers and inverters | 112 | 236 | 4.36 |
| DFF | 175 | 175 | 39.5 |
synthesized netlist by cell type, types with 4 or more instances:
| cell type | number | area share, % |
|---|---|---|
| a22oi_1 | 70 | 4.5 |
| a211o_1 | 6 | 0.45 |
| dfrtp_1 | 132 | 28 |
| buf_1 | 5 | 0.16 |
| ha_1 | 47 | 5.1 |
| nand3_1 | 16 | 0.69 |
| nor4_1 | 7 | 0.38 |
| o22ai_2 | 4 | 0.43 |
| o41ai_1 | 5 | 0.38 |
| nand2b_1 | 6 | 0.32 |
| a211oi_1 | 8 | 0.52 |
| nand4_1 | 4 | 0.21 |
| a222oi_1 | 7 | 0.60 |
| mux2_2 | 84 | 8.1 |
| mux2i_1 | 44 | 3.8 |
| o21a_1 | 5 | 0.32 |
| and3_1 | 23 | 1.2 |
| o21ai_0 | 48 | 2.1 |
| a221oi_1 | 18 | 1.4 |
| o31ai_1 | 5 | 0.32 |
| o211ai_1 | 8 | 0.52 |
| a21oi_1 | 36 | 1.5 |
| or3_1 | 7 | 0.38 |
| clkbuf_1 | 34 | 1.1 |
| edfxtp_1 | 43 | 11 |
| nand2_1 | 52 | 1.7 |
| mux4_2 | 20 | 3.9 |
| a211oi_2 | 8 | 0.86 |
| buf_6 | 5 | 0.48 |
| inv_1 | 48 | 1.5 |
| buf_4 | 5 | 0.32 |
| and2_1 | 31 | 1.7 |
| a31oi_1 | 22 | 1.2 |
| xor2_1 | 8 | 0.60 |
| nor2_1 | 66 | 2.1 |
| nor2b_1 | 12 | 0.64 |
| o21ai_1 | 9 | 0.39 |
| buf_2 | 12 | 0.52 |
| xnor2_1 | 27 | 2.0 |
| o21bai_1 | 6 | 0.39 |
| a21o_1 | 10 | 0.64 |
| o22ai_1 | 12 | 0.64 |
| nor3_1 | 14 | 0.60 |
cell type report:
type,count,share of cell area (%)
Multi-Input combinational cell,822,47.7
Sequential cell,175,33.4
Timing Repair Buffer,154,10.8
Clock buffer,17,3.09
Tap cell,285,2.59
Inverter,50,1.36
Clock inverter,15,1.07
per-layer routing:
layer	GRT usage [%]	part of all wire, %
met1	52.7	42
met2	51.8	45
met3	11.3	10
met4	9.24	3.1
met5	0	0
where the power goes:
part | internal (mW) | switching [mW] | leakage [nW]
clock network | 0.405 | 0.380 | 0.283
registers | 0.906 | 0.0168 | 2.31
logic | 0.0637 | 0.101 | 3.09
path summary, 6_finish.rpt:
kind | start | to | slack (ns)
worst max-delay path | shamt_reg[2] | out_2[13] | 4.21
worst min-delay path | instruction_fail_delay | instruction_fail | 0.35
worst max register to register | shamt_reg[2] | out_2[13] | 4.21
worst min register to register | instruction_fail_delay | instruction_fail | 0.35
max in group asynchronous | rst_n | out_5[7] | 5.75
min in group asynchronous | rst_n | out_2[0] | 1.24
cell usage in the layout, fill, tap and decap left out, types with 27 or more instances in the layout:
cell type | netlist | final
a21oi_1 | 36 | 36
a22oi_1 | 70 | 70
and2_1 | 31 | 31
clkdlybuf4s50_1 | 0 | 131
dfrtp_1 | 132 | 132
edfxtp_1 | 43 | 43
ha_1 | 47 | 47
inv_1 | 48 | 48
mux2_2 | 84 | 84
mux2i_1 | 44 | 44
nand2_1 | 52 | 52
nor2_1 | 66 | 65
o21ai_0 | 48 | 48
xnor2_1 | 27 | 27
Power figures rest on the tool's default switching activity, not on a simulated workload.
