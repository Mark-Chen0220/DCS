--- /design/flow/run.sh ---
#!/bin/bash
# OpenROAD 26Q1-2900-gdf79404cd8, Yosys 0.63+post, stock flow scripts
make -C /OpenROAD-flow-scripts/flow DESIGN_CONFIG=/design/flow/config.mk WORK_HOME=/design/flow/orfs finish
--- /design/flow/config.mk ---
export PLATFORM = sky130hd
export DESIGN_NAME = IDC
export DESIGN_NICKNAME = IDC
export VERILOG_FILES = /design/flow/design.v
export SDC_FILE = /design/flow/constraint.sdc
export NUM_CORES = 4
export LEC_CHECK = 1
export CORE_UTILIZATION = 50
export SYNTH_HDL_FRONTEND = slang
--- /design/flow/constraint.sdc ---
current_design IDC

set clk_period 8.1
set clk_io_pct 0.2

create_clock -name clk0 -period $clk_period [get_ports {clk}]

set non_clock_inputs [all_inputs -no_clocks]
set_input_delay [expr $clk_period * $clk_io_pct] -clock clk0 $non_clock_inputs
set_output_delay [expr $clk_period * $clk_io_pct] -clock clk0 [all_outputs]
--- /design/flow/design.v ---
module IDC(
	clk,
	rst_n,
	in_valid,
    in_id,
    out_valid,
    out_legal_id
);
input clk, rst_n, in_valid;
input [5:0] in_id;
output logic out_valid;
output logic out_legal_id;
reg [3:0] index;
reg [5:0] ID [9:0];
reg [8:0] sum;
reg [3:0] remainder;
always@(posedge clk or negedge rst_n)begin
	if(!rst_n)begin 
		index <= 0;
		out_valid <= 0;
		out_legal_id <= 0;
		sum <= 0;
	end else if (in_valid && index < 10)begin
		index <= index + 1;
		ID[index] <= in_id;
		if(index == 0)begin
			sum <= in_id / 10 + (in_id % 10) * 9;
		end else if(index != 9) begin
			sum <= sum + in_id * (9 - index);  
		end else
			remainder <= sum % 10;
	end else if (10 <= index && index < 14) begin
		index <= index + 1;
	end else if(index == 14) begin
		out_valid <= 1;
		if (10 - remainder == ID[9])out_legal_id <= 1;
		else if (remainder == 0 && ID[9] == 0)out_legal_id <= 1;
		else out_legal_id <= 0;
		index <= index + 1;
	end else if(index == 15)begin
		out_valid <= 0;
		out_legal_id <= 0;
		index <= 0;
	end
end
endmodule
==> notes.md <==
Item: results of the latest flow run.

- The peak clock frequency supported by timing is 143 MHz.
- met1 track demand over resource after global routing is 0.380.
- The minimum period implied by the final worst setup slack is 7010 ps.
- The async set or reset register ratio after synthesis is 0.600.
- The number of placement rows is 33.
- Across every metal layer, demand over resource in global routing totals 0.225.
- From left edge to right edge, the die measures around 96 um.
- For this run, the chip area from Yosys synthesis comes to 0.00437 mm^2.
- The met3 global-route usage is 0.0381.
- Dividing the detail-routed via count by the number of cells gives 5.78.
- After synthesis, the design contains 511 cells according to Yosys.
- The number of hold buffers added after CTS was 0.
- Setup repair after global routing left no endpoint under its margin.
- The global-route layer with the greatest usage is met1.
- The tally of OpenROAD warnings is 31.
- The clock sink total is 25.
- The post-detailed-route DRC marker count is 0.
- The skew report gives the latency at the later pin of the worst-skew pair as 280 ps.
- The post-CTS setup-driven buffer insertion count is 0.
- The reported max-cap violation count is 0.
- The first detailed-routing pass ran for 4 iterations.
- The number of failing hold endpoints at the final stage is 0.
- The number of top-level pins is 11.
- The area taken by multi-input combinational cells is reported as 0.00338 mm^2.
- On the final layout, the worst hold slack is 440 ps.
- The type recorded for the worst min-delay path is flip-flop to flip-flop.
- The placement summary gives the final routability congestion estimate as 0.841.
- The largest driver fanout on the critical path is 13.
- The register area is 676 um^2.
- The buffer type at the clock tree root is clkbuf_8.
- The half-perimeter wire length of the detailed placement result is 7530 um.
- CTS built an H-tree with a depth of 1.
- The worst setup path is of the primary input to flip-flop kind.
- STA classifies the critical path endpoint as a flip-flop.
- The area of the die is approximately 0.009 mm^2.
- The maximum number of pins on one net before global-route repair is 20.
- The synthesis stat section lists a flop and latch total of 25.
- The vertical die size is 95.5 um.
- The clock skew is 2.43 ps.
- The post-synth tally of flip-flops with integrated enable is 10.
- The overall routed net length is roughly 9400 um.
- The slew at the pin closest to its max-slew limit is 862 ps.
- Looking at the cell usage after synthesis, the top flip-flop cell is dfrtp_1.
- The post-route non-filler standard cell count is just over 600.
- The mean instance size in the synthesized netlist is 8.56 um^2.
- STA classifies the critical path startpoint as a primary input.
- The count of inserted antenna diode cells is 0.
- The worst slack at placement is 792 ps.
- The clock-pin slew of the registers on the worst-case setup and hold paths is 100 ps.
- During placement, the flow inserted port buffers numbering 10.
- The number of design-rule violations left by the first detailed-router iteration is about 170.
- The CTS tree is done.
- The number of placed instances, taps included, is a little over 600.
- Across all setup checks in the final design, the least slack found is ~1100 ps.
- The number of instances in the synthesized netlist is 511.
- The number of fill cells is just under 800.
- The first global-routing pass estimated approximately 16000 um of wire.
- Across all layers, the routed design uses 3525 vias.
- For met2 alone, demand over resource in global routing was 0.325.
- The total of cells resized after clock tree synthesis is 0.
- On the critical path the data arrives at slightly above 7000 ps.
- Adding up every negative setup slack in the final design gives 0 ps.
- Per the final report, max-transition violations number 0.
- Counting along the longest clock path gives a buffer depth of 2.
- The final clock period utilization by the worst path is 0.866.
- The number of routed nets with antenna violations is 0.
- The total grt overflow is 0.
- The area of the core is 0.00834 mm^2.
- The proportion of layout cells with a drive suffix above 1 is 0.0851.
- The flow ran to the end, and the final reports show no timing, DRC or antenna violations.
- After detailed routing, the average wire length per cell comes to between 15 and 20 um.
- The number of distinct library cell variants in the gate-level netlist after synthesis is 86.
- Per the slew report, the remaining headroom to the max-slew limit stands at 0.423.
- The data required time at the worst endpoint is roughly 8300 ps.
- For this configuration, the core starts out at a cell density of 0.524.
- For this run, the register share of the synthesized area comes to 0.154.
- The final setup violation count is 0.
- In this run, CTS created clock tree buffers numbering 3.
- The finished layout reports a core utilization of 0.542.
- The layout-stage area growth over the synthesis result is 3.32%.
- The synthesis log from Yosys contains 0 warnings.
- The synthesized area is 0.00437 mm^2.
- The initial antenna violation count was 0.
- The number of global-route vias before repair is 3112.
## cells by family (layout without fill, tap and decap cells)
kind of cell    after synthesis  after routing  synth area share
xor+xnor                     30             30            0.0601
flops                        25             25             0.154
simple gates                169            169             0.197
buf+inv                      65             59            0.0718
mux                          14             14            0.0335
fa+ha+maj                    73             73             0.243
compound gates              135            135             0.239
## path summary, 6_finish.rpt
| check | startpoint | to | slack, ps | cells after the start |
|---|---|---|---|---|
| max | in_id[4] | sum[8] | 1090 | 27 |
| min | ID[9][4] | out_legal_id | 440 | 1 |
| max reg2reg | index[1] | sum[8] | 2970 | 18 |
| min reg2reg | ID[9][4] | out_legal_id | 440 | 1 |
| max in group asynchronous | rst_n | out_legal_id | 6250 | 2 |
| min in group asynchronous | rst_n | sum[0] | 1660 | 2 |
## flip-flops by register name (all words and copies together), names as in the netlist
name,count
out_legal_id,1
out_valid,1
sum,9
remainder,4
index,4
ID,6
## metal layers
layer	up-vias	routed length (um)
li1	1816	-
met1	1649	4930
met2	58	4060
met3	2	409
met4	0	24
met5	-	0
## metrics by stage
stage | area (um^2)
after floorplan | 4370
after global placement | 4470
after detailed placement | 4470
after CTS | 4520
after global routing | 4520
final | 4520
## worst max-delay path, cell delays in order
cell	delay, ps
clkdlybuf4s50_1	700
inv_1	150
ha_1	220
nor2_1	180
inv_1	70
ha_1	330
o31a_1	320
nor2_1	290
xor2_1	180
ha_1	230
maj3_1	320
mux2i_1	170
nand2_1	110
a211oi_1	240
a21o_1	110
ha_1	220
ha_1	290
ha_1	330
nand2_1	90
nor2_1	40
o21ai_0	210
nand2b_1	80
a21oi_1	180
xnor2_1	150
xnor2_1	90
a21oi_1	150
mux2i_1	80
## synthesized netlist by cell type (3+ instances only)
cell type  count  area, um^2
a2111oi_4      3        82.6
a211oi_1       3        22.5
a21o_1         7        52.6
a21oi_1       25         125
a221oi_2       3        45.0
a22o_1         3        26.3
a31oi_1        7        43.8
and2_1        10        62.6
and2b_1        4        30.0
and3_1         4        25.0
buf_2          4        20.0
buf_6          3        33.8
clkbuf_1      11        41.3
clkbuf_8       4        55.1
dfrtp_1       15         375
edfxtp_1      10         300
fa_1          21         420
ha_1          49         613
inv_1         42         158
mux2i_1       12         120
nand2_1       48         180
nand2b_1       3        18.8
nand3_1       10        50.1
nand3b_1       4        30.0
nand4_1        4        25.0
nor2_1        39         146
nor2b_1        8        50.1
nor3_1        10        50.1
nor3b_1        3        22.5
nor4_1         4        25.0
o2111ai_1      4        35.0
o21a_1         4        30.0
o21ai_0       28         140
o21ai_2        3        26.3
o21bai_1       3        22.5
o22ai_1        3        18.8
o31ai_1        3        22.5
or3_1          3        18.8
xnor2_1       20         175
xor2_1        10        87.6
## placed cells by master, fill, tap and decap left out, drive strengths merged, types with 11 or more instances in the layout
master	Yosys	layout
ha	49	49
mux2i	12	12
nand2	48	48
fa	21	21
dfrtp	15	15
o21ai	33	33
inv	43	43
and2	11	11
xnor2	20	20
nor3	11	11
nor2	39	39
a21oi	25	25
## area by class of cell
class | count | share of cell area
tap | 105 | 0.0291
clock inverter | 1 | 0.00166
inverter | 43 | 0.0363
clock buffer | 3 | 0.00914
multi-input combinational | 421 | 0.749
sequential | 25 | 0.150
timing repair buffer | 12 | 0.0255
